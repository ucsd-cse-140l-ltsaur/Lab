[flow/config.mk]
export PLATFORM = sky130hd
export DESIGN_NAME = Lab2_140L
export DESIGN_NICKNAME = Lab2_140L
export VERILOG_FILES = /design/flow/design.v
export SDC_FILE = /design/flow/constraint.sdc
export NUM_CORES = 4
export LEC_CHECK = 1
export CORE_UTILIZATION = 30
[flow/run.sh]
#!/bin/bash
# OpenROAD 26Q1-2900-gdf79404cd8, Yosys 0.63+post, stock flow scripts
make -C /OpenROAD-flow-scripts/flow DESIGN_CONFIG=/design/flow/config.mk WORK_HOME=/design/flow/orfs finish
[flow/constraint.sdc]
current_design Lab2_140L

set clk_period 2.0
set clk_io_pct 0.2

create_clock -name clk0 -period $clk_period [get_ports {i_clk_in}]

set non_clock_inputs [all_inputs -no_clocks]
set_input_delay [expr $clk_period * $clk_io_pct] -clock clk0 $non_clock_inputs
set_output_delay [expr $clk_period * $clk_io_pct] -clock clk0 [all_outputs]
[flow/design.v]
module fourbit_adder (
sum           ,  
carry         ,  
r1            ,  
r2            ,  
ci               
);
input    [3:0]   r1         ;
input    [3:0]   r2         ;
input            ci         ;
output   [3:0]  sum         ;
output          carry       ;
wire     [3:0]    r1        ;
wire     [3:0]    r2        ;
wire              ci        ;
wire     [3:0]    sum       ;
wire              carry     ;
wire              c1        ;
wire              c2        ;
wire              c3        ;
full_adder u0 (.a (r1[0]), .b (r2[0]), .c (ci), .sum (sum[0]), .carry (c1));
full_adder u1 (.a (r1[1]), .b (r2[1]), .c (c1), .sum (sum[1]), .carry (c2));
full_adder u2 (.a (r1[2]), .b (r2[2]), .c (c2), .sum (sum[2]), .carry (c3));
full_adder u3 (.a (r1[3]), .b (r2[3]), .c (c3), .sum (sum[3]), .carry (carry));
endmodule  
module full_adder(a, b, c, sum, carry);
input a;
input b;
input c;
output sum;
output carry;
wire d,e,f;
xor(sum,a,b,c);
and(d,a,b);
and(e,b,c);
and(f,a,c);
or(carry,d,e,f);
endmodule
module Lab2_140L (
 input wire i_rst           ,  
 input wire i_clk_in          ,  
 input wire i_data_rdy        ,  
 input wire i_ctrl_signal     , 
 input wire i_substrate_signal,
 input wire [7:0] i_r1           ,  
 input wire [7:0] i_r2           ,  
 input wire i_cin           ,  
 input wire [7:0] i_ctrl         ,  
 output wire [3:0] o_sum    ,
 output wire o_cout         ,
 output wire o_rdy          ,  
 output wire o_debug_test1  ,
 output wire o_debug_test2  ,
 output wire o_debug_test3  ,
 output wire [7:0] o_debug_led   
);
reg [7:0] x, y;
reg       l_cin;
wire [7:0] result;
reg  [7:0] result_reg;
reg  rst_test;
reg [3:0] i_data_rdy_tap;
always @(posedge i_clk_in) begin
    if(i_rst) begin
	    i_data_rdy_tap[3:0] <= 4'b0000;
	end
	else begin
	    if(i_data_rdy) begin
		    i_data_rdy_tap[1:0] <= {2'b11};
		    i_data_rdy_tap[3:2] <= {i_data_rdy_tap[2:1]};
		end
		else 
		    i_data_rdy_tap[3:0] <= {i_data_rdy_tap[2:0], 1'b0};
	end
end
wire i_data_rdy_local;
assign i_data_rdy_local = i_data_rdy_tap[1] & ~i_data_rdy_tap[3];  
always @(posedge i_data_rdy_local  or posedge i_rst) 
begin		
    if(i_rst)begin
        x <= 2'h00;
	    y <= 2'h00;
	    l_cin <= 1'b0;
		rst_test <= 1;
	end
	else   begin
	    rst_test <= 0;
        x[7:0] <= i_r1[7:0];
	    if ( i_substrate_signal) begin
		    y[7:0] <= {~i_r2[7], ~i_r2[6], ~i_r2[4], ~i_r2[4], ~i_r2[3], ~i_r2[2], ~i_r2[1], ~i_r2[0]};
		    l_cin <= 1'b1;
	    end
	    else begin
	        y[7:0] <= i_r2[7:0];
		    l_cin <= 1'b0;
	    end
	end
end
fourbit_adder adder_UT(.sum (result[3:0]), 
			           .carry (result[4]), 
			           .r1 (x[3:0]), 
					   .r2 (y[3:0]), 
					   .ci (l_cin)
					   );
wire        adder_data_ready_wire;
reg  [15:0] adder_data_ready_reg;   
wire        o_adder_data_ready;
assign adder_data_ready_wire = i_data_rdy_local;
always @(posedge i_clk_in or posedge i_rst) begin		
        if(i_rst) 
            adder_data_ready_reg <= 4'h0000;
		else
			adder_data_ready_reg[15:0] <= {adder_data_ready_reg[14:0], adder_data_ready_wire}; 
end
assign o_adder_data_ready = adder_data_ready_reg[13] & ~adder_data_ready_reg[15];   
assign o_rdy = o_adder_data_ready;
always @ (posedge adder_data_ready_reg[11]) begin
    if(i_substrate_signal)
        result_reg[7:0] <= {1'b0, 1'b0, 1'b0, 0, result[3:0]};  
	else
        result_reg[7:0] <= {1'b0, 1'b0, 1'b0, result[4:0]};  
end
assign o_sum[3:0] = result_reg[3:0];
assign o_cout = result_reg[4];
assign is_uart_rx_b0_1 = i_ctrl[0] ^ 1'b0;
assign is_uart_rx_b1_1 = i_ctrl[1] ^ 1'b0;
assign is_uart_rx_b2_1 = i_ctrl[2] ^ 1'b0;
assign is_uart_rx_b3_1 = i_ctrl[3] ^ 1'b0;
assign is_uart_rx_b4_1 = i_ctrl[4] ^ 1'b0;
assign is_uart_rx_b5_1 = i_ctrl[5] ^ 1'b0;
assign is_uart_rx_b6_1 = i_ctrl[6] ^ 1'b0;
assign is_uart_rx_b7_1 = i_ctrl[7] ^ 1'b0;
assign is_uart_rx_b0_0 = i_ctrl[0] ^ 1'b1;
assign is_uart_rx_b1_0 = i_ctrl[1] ^ 1'b1;
assign is_uart_rx_b2_0 = i_ctrl[2] ^ 1'b1;
assign is_uart_rx_b3_0 = i_ctrl[3] ^ 1'b1;
assign is_uart_rx_b4_0 = i_ctrl[4] ^ 1'b1;
assign is_uart_rx_b5_0 = i_ctrl[5] ^ 1'b1;
assign is_uart_rx_b6_0 = i_ctrl[6] ^ 1'b1;
assign is_uart_rx_b7_0 = i_ctrl[7] ^ 1'b1;
wire [7:0] debug_CR_test;  
assign debug_CR_test[7:0] = {is_uart_rx_b7_0 , is_uart_rx_b6_0 , is_uart_rx_b5_0, is_uart_rx_b4_0,
                             is_uart_rx_b3_1 , is_uart_rx_b2_1 , is_uart_rx_b1_0, is_uart_rx_b0_1};
wire [7:0] debug_z_test;  
assign debug_z_test[7:0] = {is_uart_rx_b7_0 , is_uart_rx_b6_1 , is_uart_rx_b5_1, is_uart_rx_b4_1,
                              is_uart_rx_b3_1 , is_uart_rx_b2_0, is_uart_rx_b1_1, is_uart_rx_b0_0};
wire [7:0] debug_LB_test;  
assign debug_LB_test[7:0] = {is_uart_rx_b7_0 , is_uart_rx_b6_1 , is_uart_rx_b5_1, is_uart_rx_b4_1,
                              is_uart_rx_b3_1 , is_uart_rx_b2_0, is_uart_rx_b1_1, is_uart_rx_b0_1};
wire [7:0] debug_OR_test;  
assign debug_OR_test[7:0] = {is_uart_rx_b7_0 , is_uart_rx_b6_1 , is_uart_rx_b5_1, is_uart_rx_b4_1,
                              is_uart_rx_b3_1 , is_uart_rx_b2_1, is_uart_rx_b1_0, is_uart_rx_b0_0};							  
wire [7:0] debug_RB_test;  
assign debug_RB_test[7:0] = {is_uart_rx_b7_0 , is_uart_rx_b6_1 , is_uart_rx_b5_1, is_uart_rx_b4_1,
                              is_uart_rx_b3_1 , is_uart_rx_b2_1, is_uart_rx_b1_0, is_uart_rx_b0_1};
wire [7:0] debug_NOT_test;  
assign debug_NOT_test[7:0] = {is_uart_rx_b7_0 , is_uart_rx_b6_1 , is_uart_rx_b5_1, is_uart_rx_b4_1,
                              is_uart_rx_b3_1 , is_uart_rx_b2_1, is_uart_rx_b1_1, is_uart_rx_b0_0};
wire [7:0] debug_DEL_test;  
assign debug_DEL_test[7:0] = {is_uart_rx_b7_0 , is_uart_rx_b6_1 , is_uart_rx_b5_1, is_uart_rx_b4_1,
                              is_uart_rx_b3_1 , is_uart_rx_b2_1 , is_uart_rx_b1_1, is_uart_rx_b0_1};
assign debug_is_CR = &debug_CR_test;  
assign debug_is_z = &debug_z_test;  
assign debug_is_LB = &debug_LB_test;  
assign debug_is_OR = &debug_OR_test;  
assign debug_is_RB = &debug_RB_test;  
assign debug_is_NOT = &debug_NOT_test;  
assign debug_is_DEL = &debug_DEL_test;  
reg [7:0] debug_reg;
assign debug_adder_data_rdy_delay_line = |adder_data_ready_reg;  
assign debug_adder_rdy_self_clear = i_data_rdy_local;  
assign debug_x = |x;
assign debug_y = |y;
assign debug_cin = l_cin;
always @ (posedge i_clk_in)
begin
    if(i_rst) begin
	    debug_reg[7:0] <= {1'b0,1'b0,1'b0,
		                  rst_test, 
						  debug_adder_data_rdy_delay_line, 
		                  debug_adder_rdy_self_clear, 
						  debug_y, 
						  debug_x};
	end else
    if(rst_test) begin
	    debug_reg[7:0] <= {1'b0,1'b0,1'b0, 
						   debug_adder_rdy_self_clear, 
						   debug_adder_rdy_self_clear, 
						   debug_cin,
						   debug_y, 
						   debug_x};
	end else
    if (i_ctrl_signal) begin
        if(debug_is_DEL) begin   
	        debug_reg[7:0] <= {2'h00};
	    end else 
		begin
		    if(debug_is_CR) begin
	            debug_reg[7:0] <= {1'b0,1'b0,1'b0, result[4:0]};  
	        end else
		    if(debug_is_z) begin
	            debug_reg[7:0] <= {1'b0,1'b0,1'b0, l_cin, rst_test, result[7:5]};  
	        end else
		    if(debug_is_OR) begin
	            debug_reg[7:0] <= {i_r1[7:0]};  
	        end else
		    if(debug_is_NOT) begin
	            debug_reg[7:0] <= {i_r2[7:0]};  
	        end  else 
		    if(debug_is_LB) begin
	            debug_reg[7:0] <= {x[7:0]};
            end else 		
		    if(debug_is_RB) begin
	            debug_reg[7:0] <= {y[7:0]};
            end 
		end
	end 
	else begin
	    debug_reg[7:0] <= {1'b0,1'b0,1'b0, result_reg[4:0]};   
	end
end
assign o_debug_led[7:0] = debug_reg[7:0];
endmodule
==> results.txt <==
Entry: Yosys synthesis followed by OpenROAD place and route.

Synthesis:
- The run puts the total of warnings raised by yosys at 35.
- The run gives the chip area in the Yosys report as 2370 um2.
- After synthesis, the share of cell area in mux cells is 0.0374.
- The run gives the summed instance area of the synthesized netlist as 2370 um2.
- Yosys shows that the main logic family after synthesis is AND-OR/OR-AND gates.
- The commonest cells after synthesis are dfrtp_1 (33), a21oi_1 (16), inv_1 (16).
- The cell-mix breakdown from Yosys lists the adder-cell area share as 0.0338.
- Among all flip-flop cells after synthesis, the most frequent one is dfrtp_1.
- The run gives the number of enable flip-flop cells as 5.
- Synthesis handed over a netlist of 221 instances.
- The run gives the number of register bits inferred by synthesis as 51.
- The run puts the post-synthesis share of cell area spent on and-or and or-and gates at 0.160.
- The run gives the share of the synthesized area in the top cell type as 0.348.
- The run gives the cell accounting for the most synthesized area as dfrtp_1.
- The run gives the post-synthesis cell type with the largest instance count as dfrtp_1.
- Averaged over all synthesized cells, the footprint is 10.7 um2.
- The main area contributors are dfrtp_1 (35%), dfxtp_1 (10%), edfxtp_1 (6.3%).
- The run gives the fraction of synthesized cell area in xor and xnor cells as 0.0258.
- The run puts the simple-gate share of the synthesized area at 0.157.
- The run puts the number of cells in the yosys synthesis report at 221.
- The run gives the proportion of synthesized flip-flops having asynchronous set or reset as 0.667.
- The share of the Yosys chip area taken by registers is 0.524.
- Counting distinct cell types in the post-synthesis netlist gives 57.

Setup path:
- The run gives the largest fanout on the critical path as 8.
- The run gives the type of destination of the critical path as a flop.
- The capture point of the critical path was reported as debug_reg[0].
- Data on the critical path arrives at its endpoint at 1.99 ns.
- The run gives the setup slack of the worst register-to-register path as 0.39 ns.
- The worst setup path is launched from an input pin.
- The run gives the category of the critical setup timing path as input pin to flop.
- The run gives the source of the critical timing path as i_ctrl[0].
- Counting cells, the worst reg-to-reg path comes to 4.
- The run gives the reg-to-reg critical path startpoint as adder_data_ready_reg[1].
- The endpoint identified for the worst register-to-register timing path is debug_reg[3].
- The run gives the required time reported for the critical path endpoint as 2.02 ns.

Clocking:
- The later pin in the worst-skew pair is clocked with a latency of 0.27 ns.
- TritonCTS built the clock tree.
- The longest clock path from root to sink contains 2 buffers.
- Per the TritonCTS log, the buffer count is 3.
- Buffers inserted to repair hold after CTS numbered 0.
- The run puts the register clock-pin slew on the reported worst setup and hold paths at 0.09 ns.
- Looking at the clock tree report, the H-tree level count equals 1.
- The run gives the root buffer cell as clkbuf_8.

Route:
- The run puts the average routed wire per standard cell at 14.6 um.
- The run gives the number of optimization iterations in the first detailed-route pass as 4.
- The run puts the sum of routed wire length over all layers at 5710 um.
- In this run the remaining antenna-violating nets after routing total 0.
- The run gives the total antenna diodes in the routed design as 0.
- The script parses the final routing iteration and logs DRC violations as 0.
- In the routed layout, each cell is associated on average with a via count of 4.78.
- The final route contains 1870 vias.
- The run gives the count of routing violations after the opening detailed-route iteration as 105.

GRT:
- The run gives the largest net degree at the start of global routing as 36.
- The run puts the via count of the first global-routing pass at 1784.
- The run puts the global-route wire length before repair at 9210 um.
- The run gives the aggregate global routing overflow as 0.
- The run puts the number of antenna violations at the first check in global routing at 0.
- The run gives the total global routing track utilization as 0.146.

Placement:
- The post-placement cell area is 3090 um2.
- The run puts the final HPWL from detailed placement at 4600 um.
- The run puts the final weighted congestion in routability-driven placement at 0.960.
- Per the placement log, port buffering inserted 42 buffers.

Final timing:
- The run puts the transition time of the tightest slew-check pin at 0.578 ns.
- Setup repair after global routing left no endpoint under its margin.
- 27 endpoints have no timing constraint.
- The run gives the share of the cycle needed by the critical path after routing as 0.989.
- The run puts the count of endpoints failing hold in the final timing report at 0.
- The run gives the final max-slew violation count as 0.
- The run gives the count of unclocked register or latch pins as 23.
- The run gives the final total negative setup slack as 0 ns.
- The run puts the tightest slew margin relative to the limit at 0.614.
- The run puts the total of endpoints with negative setup slack in the final report at 0.
- The run gives the achievable clock frequency as 506 MHz.
- The final timing report lists clock skew as 0.00468 ns.
- The run gives the clock period minus worst slack as 1.98 ns.

Power and ir drop:
- The run gives the register share of total power as 0.494.
- The run gives the power density over the cells as 434 nW/um2.
- Overall power consumption after layout is estimated at 1400 uW.
- The run puts the combinational group share of total power at 0.229.
- The run gives the switching share of power as 0.254.
- The worst VDD IR drop from the latest analysis is 0.000210 V.
- The run gives the internal power consumption as 1040 uW.
- The run puts the switching power summed over all nets at 356 uW.
- The run puts the clock share of power at 0.277.
- The run gives the leakage power figure as 0.00136 uW.

Floorplanning:
- The floorplan step records an initial core utilization of 0.309.
- According to the floorplan log, the row count is 32.
- The run puts the number of ports placed on the die boundary at 47.
- The run gives the y dimension of the die as 90.9 um.
- According to the floorplan report, the total die area is 8270 um2.
- The run puts the area inside the core boundary at 7690 um2.
- The run puts the die outline width at 90.9 um.

Run:
- The run gives the number of max-capacitance violations reported as 0.
- The run gives the total tool warning count as 27.

Layout:
- After filler insertion, the fill cell instance count of the layout stands at 738.
- The register with the most flip-flops in the layout has 16 of them.
- Per the final layout report, the fraction of cells sized above drive strength 1 comes to 0.197.
- The run puts the post-layout instance area at 3230 um2.
- The run gives the synthesis-to-finish area growth as 36.0%.

Worst hold path:
- According to the hold report, the worst path is of the flop to flop type.

Run status:
- The run finished with clean final reports.
==> critical path, cell delays in order <==
cell	delay, ns
clkdlybuf4s50_1	0.55
nand2_2	0.15
or3_4	0.39
mux2_4	0.31
o21ai_2	0.10
o31ai_1	0.09
==> cells by family after synthesis <==
group,count (synthesis)
multiplexers,8
flip-flops,51
AND-OR/OR-AND,57
adder cells (fa/ha/maj),4
other,1
XOR/XNOR,7
AND/OR/NAND/NOR,62
buffers and inverters,31
==> layout by cell type, fill, tap and decap left out, types with 4 or more instances in the layout <==
cell type	Yosys	layout
clkdlybuf4s50_1	0	37
dfrtp_1	33	33
buf_4	3	33
a21oi_1	16	16
inv_1	16	15
dfxtp_1	12	12
nand2_1	11	10
o21ai_0	9	9
nor4_1	8	8
xor2_1	7	7
nor2_1	7	7
nor2b_1	7	5
nand4_1	5	5
a31oi_1	5	5
nand3_1	5	5
edfxtp_1	5	5
dlymetal6s2s_1	0	5
o31ai_1	5	4
fa_1	4	4
conb_1	1	4
==> cell type report <==
type	count	area (um2)	area share
clock buffers	4	66.3	0.0206
inverters	17	67.6	0.0209
multi-input cells	142	1040	0.323
flip-flops and latches	51	1240	0.385
well taps	102	128	0.0396
repair buffers	75	681	0.211
==> through the flow <==
stage	worst slack (ns)	util	cells	hold WS (ns)
after floorplan	-0.0585	-	224	0.354
after global placement	-0.317	0.402	385	0.359
after detailed placement	-0.313	0.402	385	0.361
after CTS	0.000845	0.413	389	0.384
after global routing	0.00561	0.420	391	0.390
final	0.0226	0.420	391	0.381
==> per-layer routing <==
layer	wire length [um]	vias up	GRT usage
met4	60	0	0.0106
met5	0	-	0
li1	-	928	-
met3	340	4	0.0266
met2	2400	65	0.209
met1	2910	873	0.248
==> what timing repair did <==
item | 4_1_cts | 5_1_grt
resized | 5 | 10
pin swaps | 0 | 3
buffers inserted | 0 | 2
setup endpoints to repair | 4 | 12
==> worst min path at each step <==
| stage | slack [ns] | cells after the start | from | to |
|---|---|---|---|---|
| 4_1_cts | 0.38 | 0 | adder_data_ready_reg[6] | adder_data_ready_reg[7] |
| 5_1_grt | 0.39 | 0 | adder_data_ready_reg[10] | adder_data_ready_reg[11] |
| 6_report | 0.38 | 0 | adder_data_ready_reg[6] | adder_data_ready_reg[7] |
==> power groups by stage <==
stage     combinational [uW]  clock (uW)  sequential (uW)
5_1_grt                  355         423              698
4_1_cts                  318         401              692
6_report                 321         388              691
Power is estimated from default activity; no workload was simulated.
